==> /design/flow/constraint.sdc <==
current_design conv_acc

set clk_period 8.5
set clk_io_pct 0.2

create_clock -name clk0 -period $clk_period [get_ports {clk}]

set non_clock_inputs [all_inputs -no_clocks]
set_input_delay [expr $clk_period * $clk_io_pct] -clock clk0 $non_clock_inputs
set_output_delay [expr $clk_period * $clk_io_pct] -clock clk0 [all_outputs]
==> /design/flow/run.sh <==
#!/bin/bash
# OpenROAD 26Q1-2900-gdf79404cd8, Yosys 0.63+post, stock flow scripts
make -C /OpenROAD-flow-scripts/flow DESIGN_CONFIG=/design/flow/config.mk WORK_HOME=/design/flow/orfs finish
==> /design/flow/design.v <==
module conv_acc #(
    parameter AW=9,DW=26,DN=7,CW1=28,CW2=25
) (
    input [DW*DN-1 : 0]       m_data1,
    input                     m_first,
    input                     m_last,
    input                     m_valid1,
    input                     m_valid1_pre, 
    input [DW*DN-1 : 0]       m_data2, 
    input [DW*DN-1 : 0]       m_data3, 
    input                     start, 
    input                     fc  ,
    input   [AW-1 : 0]        base,
    input   [AW-1 : 0]        size, 
    input   [CW1-1 : 0]       m_ctrl,
    output  [CW2-1 : 0]       s_ctrl,
    output   [AW-1 : 0]       m_addr2, 
    output   [AW-1 : 0]       m_addr3, 
    output   [AW-1 : 0]       m_w_addr,   
    output      [DW*DN-1 : 0] m_sum,
    output  reg               m_valid,
    output      [DW*DN-1 : 0] s_sum,
    output  reg               s_valid,
    output                    s_first,
    output                    s_last,
    input clk,
    input rst_n
);
wire           first_k_r;
wire           last_k_r;
wire                    first_k;
wire                    last_k ;
wire                    shift_n;
wire [CW2-1 : 0] ctrl2;
wire [CW2-1 : 0] ctrl2_r;
reg  [CW2-1 : 0] s_ctrl_r;
assign first_k = m_ctrl[27];
assign last_k  = m_ctrl[26];
assign shift_n = m_ctrl[25];
assign ctrl2=m_ctrl[24:0];
wire [AW-1 : 0] r_addr_w  ; 
reg  [AW-1 : 0] r_addr_r  ; 
reg  [AW-1 : 0] w_addr_r  ; 
reg  [AW-1 : 0] w_addr_r1 ;
reg  [AW-1 : 0] w_addr_r2 ;
reg  [AW-1 : 0] w_addr_r3 ;
reg  [AW-1 : 0] w_addr_r4 ;
reg [AW-1 :0] residue;
wire [2*DW*DN+27 :0] m_data_bus;
wire [2*DW*DN+27 :0] s_data_bus;
wire       m_data_valid;
wire m_valid_w;
wire s_valid_w;
wire data_valid;
wire first,last;
reg first_r,last_r;
reg m_valid2;
wire [DW*DN-1 : 0] m_data_2;
wire [DW*DN-1 : 0] data2_w;
wire [DW*DN-1 : 0] data1;
wire [DW*DN-1 : 0] data2;
wire [DW*DN-1 : 0] sum;
reg  [DW*DN-1 : 0] sum_r;
wire [DW*DN-1 : 0] m_data1_sft;
wire [DW*DN-1 : 0] m_data2_sft;
assign m_data_valid = m_valid1_pre;
always @(posedge clk or negedge rst_n) begin
    if(!rst_n) begin
        r_addr_r      <= 0;
        w_addr_r      <= 0;
    end
    else if(residue!=0 && m_data_valid && !fc) begin
        r_addr_r      <= r_addr_r+1 ;
        w_addr_r      <= w_addr_r+1;
    end
    else if(start && residue==0  ) begin
        r_addr_r      <= base;
        w_addr_r      <= 0;
    end
    else begin
        r_addr_r      <= r_addr_r;
        w_addr_r      <= w_addr_r;
    end    
end
always @(posedge clk or negedge rst_n) begin
    if(!rst_n)
        residue     <= 0;
    else if(residue!=0 && m_data_valid)
        residue     <= residue-1;
    else if(start && residue==0  )
        residue     <= size;
    else
        residue     <= 0;
end
assign r_addr_w = r_addr_r;
assign m_addr2 = r_addr_w;
assign m_addr3 = r_addr_w;
wire fc_acc;
assign fc_acc = fc && ((first_k && !m_first) || !first_k ); 
assign m_data_2 = first_k ? m_data2 : m_data3;
genvar j;
generate
    for(j=0;j<DN;j=j+1) begin: shift
        acc_shift #(.DW(DW)) i_SHIFT(
            .m_data1  (m_data1[DW*j +: DW]),
            .m_data2  (m_data_2[DW*j +: DW]),
            .m_shift_n(shift_n),
            .s_data1  (m_data1_sft[DW*j +: DW]),
            .s_data2  (m_data2_sft[DW*j +: DW])
        );
    end
endgenerate
assign m_data_bus={m_first,m_last,m_data1_sft,m_data2_sft,ctrl2,first_k,last_k};
axi_frs #(.DW(2*DW*DN+25)) i_axi_frs_data(
    .m_data(m_data_bus),
    .m_valid(m_valid1),
    .m_ready(),
    .s_data(s_data_bus),
    .s_valid(data_valid),
    .s_ready(1'b1),
    .clk(clk),
    .rst_n(rst_n)
);
assign {first,last,data1,data2,ctrl2_r,first_k_r,last_k_r} = s_data_bus;
assign data2_w = fc_acc ?  sum_r : data2;
genvar i;
generate
    for(i=0;i<DN;i=i+1) begin: add_gen
        assign sum[i*DW +: DW] = data1[i*DW +: DW] + data2[i*DW +: DW];
    end
endgenerate
assign m_valid_w = (last_k_r) ? 0 : data_valid;
assign s_valid_w = (last_k_r) ? data_valid : 0;
always @(posedge clk or negedge rst_n) begin
    if (!rst_n) begin
        sum_r       <= 0;
        m_valid     <= 0;
        s_valid     <= 0;
        s_ctrl_r    <= 0;
        w_addr_r1   <= 0;
        w_addr_r2   <= 0;
        w_addr_r3   <= 0;
        w_addr_r4   <= 0;
        first_r     <= 0;
        last_r      <= 0;
    end
    else begin
        sum_r    <= sum;
        m_valid  <= m_valid_w;
        s_valid  <= s_valid_w;
        s_ctrl_r <= ctrl2_r;
        w_addr_r1   <= w_addr_r;
        w_addr_r2   <= w_addr_r1;
        w_addr_r3   <= w_addr_r2;
        w_addr_r4   <= w_addr_r3;
        first_r     <= first    ;
        last_r      <= last     ;
    end
end
assign m_w_addr = fc? base : w_addr_r4;
assign m_sum  = sum_r;
assign s_sum  = sum_r;
assign s_ctrl = s_ctrl_r;
assign s_first = first_r;
assign s_last  = last_r;
endmodule
module axi_frs #(parameter DW ='d64) (
    input  [DW-1 : 0] m_data,
    input             m_valid,
    output            m_ready,
    output reg [DW-1 : 0] s_data,
    output reg            s_valid,
    input                 s_ready,
    input                 clk,
    input                 rst_n
);
assign m_ready = (~s_valid) | s_ready;
always @(posedge clk or negedge rst_n) begin
    if(!rst_n)
        s_valid <= 1'b0;
    else if(m_valid == 1'b1)
        s_valid <= 1'b1;
    else if(s_ready == 1'b1)
        s_valid <= 1'b0; 
end
always @(posedge clk or negedge rst_n) begin
    if(!rst_n)
        s_data <= 'd0;
    else if(m_valid==1'b1 && m_ready==1'b1)
        s_data <=m_data;
end
endmodule
module acc_shift #(parameter DW=22
) (
    input  signed     [DW-1 : 0]      m_data1     ,
    input  signed     [DW-1 : 0]      m_data2     ,
    input             [2    : 0]      m_shift_n   ,
    output signed     [DW-1 : 0]      s_data1     ,
    output signed     [DW-1 : 0]      s_data2     
);
reg  signed   [DW : 0]   d1_r,d2_r   ;
wire lsb1;
wire lsb2;
always@(*) begin
    d1_r <= {m_data1,1'b0} >>> m_shift_n;
    d2_r <= {m_data2,1'b0} >>> m_shift_n;
end
assign lsb1=d1_r[0] || d1_r[1];
assign lsb2=d2_r[0] || d2_r[1];
assign s_data1 = {d1_r[DW : 2],lsb1};
assign s_data2 = {d2_r[DW : 2],lsb2};
endmodule
==> /design/flow/config.mk <==
export PLATFORM = sky130hd
export DESIGN_NAME = conv_acc
export DESIGN_NICKNAME = conv_acc
export VERILOG_FILES = /design/flow/design.v
export SDC_FILE = /design/flow/constraint.sdc
export NUM_CORES = 4
export LEC_CHECK = 1
export CORE_AREA = 10 10 439 439
export DIE_AREA = 0 0 449 449
==> reports/summary.txt <==
status = complete, no violations
depth of the worst register-to-register path = 11
Finish-stage setup viols = 0
CTS Buf Count = 81
worst ir drop on vdd = 0.167 mV
initial cell density of the core = 20.3%
worst hold path endpoint = w_addr_r3[8]
FFs w/ async S/R, synth = 100%
Horiz. Die Dim = 449 um
normalized max-slew margin = 40.0%
area used by sequential logic in the layout = 16500 um^2
path class of the lowest-slack min-delay path = flip-flop to flip-flop
maxcap violations = 0
Final Hold Violation Tally = 0
htree depth = 3
post-synthesis to final-layout area growth = 38.7%
kind of end point of the critical path = output pin
largest family of logic cells by area = multiplexers
count of flip-flops with a built-in enable after synthesis = 0
yosys-reported design area after synthesis = 37100 um^2
total length of routed wires = 153 mm
yosys xor share = 3.99%
I/O Buffers = 1014
number of violations reported at the end of detailed-routing iteration 0 = 1762
maximum root-to-sink buffer count = 3
post-CTS repair timing setup buffer count = 0
clock tree from TritonCTS = yes
global-route wire length before repair = 219 mm
tool warnings = 46
maximum clock skew at final layout = 33.1 ps
launch instance of the worst register-to-register path = i_axi_frs_data.s_data[79]
kind of launch point of the worst setup path = primary input
share of final-layout standard cells stronger than drive strength 1 = 10.4%
total area of multi-input combinational cells = 18200 um^2
count of different cell masters after synthesis = 73
ports placed on the boundary = 1020
Final Critical Period = 5090 ps
adder and majority cell fraction of the synthesized area = 6.34%
most frequently placed logic cells in the final layout = 1010 x sky130_fd_sc_hd__clkdlybuf4s50_1, 661 x sky130_fd_sc_hd__dfrtp_1, 414 x sky130_fd_sc_hd__a21oi_1
GR Overflow Total = 0
Crit Reg-Reg Endpoint = sum_r[76]
via count of the first global-routing pass = 30837
unrepaired setup endpoints after global routing = false
sequential share of the synthesized area = 44.5%
Pleak = 21.5 nW
biggest fanout along the worst timing path = 11
chip height = 449 um
antenna violations before repair = 30
clock latency on the worst-skew pair = 710 ps
clock slew seen by the registers of the worst setup and hold paths = 60 ps
Syn Std Cell Area = 37100 um^2
worst setup path class = primary input to output pin
Tcrit/Tclk final = 59.9%
startpoint of the tightest hold check path = w_addr_r2[8]
worst setup slack for register-to-register paths = 5080 ps
number of vias per cell = 4.30
launch point of the worst path = fc
remaining number of nets flagged by the antenna check after routing = 0
endpoint arrival time on the critical path = 3390 ps
power density normalized to cell area = 255 nW/um^2
number of sinks on the clock net = 661
largest net degree at the start of global routing = 140
internal portion of total power = 8.80 mW
required time at the worst-slack endpoint = 6800 ps
cts repair resizes = 0
fill cell count = 18904
Hold Buf Count CTS = 0
Compound-Gate Fraction of Synth Area = 14.3%
most common cell after layout, fill and taps aside = sky130_fd_sc_hd__clkdlybuf4s50_1
Max Slew Vio Count = 0
Syn Inst Count = 3650
detailed-routing iteration count for the pre-antenna-repair pass = 7
placement-stage worst setup slack = 3390 ps
register share of total power = 35.3%
# rows = 157
GRT Total Usage = 14.9%
average detailed-routed wire length per instance = 21.9 um
post-synthesis average cell area = 10.2 um^2
placeable core area = 183000 um^2
final setup margin = 3410 ps
maximum clock frequency = 0.196 GHz
Mux cell area share = 15.3%
Logic pwr share = 37.1%
synthesis-stage register bit count = 661
Min-Delay Path Depth = 0
commonest register cell after synthesis = sky130_fd_sc_hd__dfrtp_1
total vias in the final route = 30021
DR DRC count = 0
post-detail-place hpwl = 126 mm
CTS Root Cell = sky130_fd_sc_hd__clkbuf_16
die area = 202000 um^2
switching power = 4.33 mW
part of the total power dissipated in the clock network = 27.6%
cell count listed in synth_stat.txt = 3650
simple logic cell fraction of the synthesized area = 9.08%
Yosys warnings = 12
RD Place Congestion = 0.933
transition time of the tightest slew-check pin = 900 ps
TNS Setup = 0 ps
net switching share of the total power = 33.0%
layout make-up:
cell class | instances | share of cell area (%)
Multi-Input combinational cell | 2552 | 35.3
Sequential cell | 661 | 32.1
Timing Repair Buffer | 1053 | 20.5
Tap cell | 2464 | 5.98
Clock buffer | 107 | 4.42
Clock inverter | 40 | 0.954
Inverter | 79 | 0.576
Antenna cell | 18 | 0.0874
kinds of logic after synthesis:
kind of cell	Yosys count
compound gates	902
xor+xnor	169
fa+ha+maj	184
buf+inv	438
flops	661
mux	534
other cells	1
simple gates	761
routing by layer:
layer  track usage [%]  wire, um
met5                 0         0
met3              4.18     10100
met1              18.2     60400
met4              3.48      3620
met2              26.2     78900
power groups by stage:
stage         clock, mW  sequential [mW]  combinational (mW)
finish             3.62             4.64                4.87
CTS                3.75             4.69                4.97
global route       3.87             4.74                5.35
registers in the layout, indices dropped and copies added (netlist names), 9 cells and up:
signal and cells:
w_addr_r1 9, i_axi_frs_data.s_data 388, sum_r 182, w_addr_r4 9, w_addr_r3 9, s_ctrl_r 25, w_addr_r 9, residue 9
w_addr_r2 9, r_addr_r 9
worst max-delay path: stages:
cell	delay, ps
sky130_fd_sc_hd__clkdlybuf4s50_1	820
sky130_fd_sc_hd__mux2_2	440
sky130_fd_sc_hd__clkdlybuf4s50_1	430
synthesized netlist by cell type (79+ instances only):
master | count | share of area [%]
sky130_fd_sc_hd__nor2_1 | 358 | 3.6
sky130_fd_sc_hd__inv_1 | 79 | 0.80
sky130_fd_sc_hd__clkbuf_1 | 106 | 1.1
sky130_fd_sc_hd__o21ai_0 | 209 | 2.8
sky130_fd_sc_hd__a21oi_1 | 414 | 5.6
sky130_fd_sc_hd__buf_4 | 194 | 3.9
sky130_fd_sc_hd__nand2_1 | 188 | 1.9
sky130_fd_sc_hd__a21o_1 | 80 | 1.6
sky130_fd_sc_hd__dfrtp_1 | 661 | 45
sky130_fd_sc_hd__xnor2_1 | 120 | 2.8
sky130_fd_sc_hd__ha_1 | 177 | 6.0
sky130_fd_sc_hd__mux2_2 | 274 | 8.3
sky130_fd_sc_hd__mux2i_1 | 260 | 7.0
through the flow:
step	hold slack [ps]	instances	area [um^2]	utilization (%)	power, mW
after floorplan	331	3651	37100	-	6.62
after global placement	333	6809	48700	26.6	9.66
after detailed placement	335	6809	48700	26.6	9.65
after CTS	348	6956	51500	28.1	13.4
after global routing	351	6972	51500	28.1	14.0
final	346	6974	51500	28.1	13.1
worst max path at each step:
stage | end
finish | m_w_addr[0]
global route | m_w_addr[0]
CTS | m_w_addr[0]
Power is estimated from default activity; no workload was simulated.
