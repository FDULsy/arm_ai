--- ./run.sh ---
#!/bin/bash
# OpenROAD 26Q1-2900-gdf79404cd8, Yosys 0.63+post, stock flow scripts
make -C /OpenROAD-flow-scripts/flow DESIGN_CONFIG=/design/flow/config.mk WORK_HOME=/design/flow/orfs finish
--- ./config.mk ---
export PLATFORM = sky130hd
export DESIGN_NAME = c_rmux
export DESIGN_NICKNAME = c_rmux
export VERILOG_FILES = /design/flow/design.v
export SDC_FILE = /design/flow/constraint.sdc
export NUM_CORES = 4
export LEC_CHECK = 1
export CORE_AREA = 10 10 171 171
export DIE_AREA = 0 0 181 181
--- ./constraint.sdc ---
current_design c_rmux

set clk_period 15.5
set clk_io_pct 0.2

create_clock -name clk0 -period $clk_period [get_ports {clk}]

set non_clock_inputs [all_inputs -no_clocks]
set_input_delay [expr $clk_period * $clk_io_pct] -clock clk0 $non_clock_inputs
set_output_delay [expr $clk_period * $clk_io_pct] -clock clk0 [all_outputs]
--- ./design.v ---
module c_rmux #(
    parameter DW0=16,DW=8,DN=8,IFW=7,AW=14
) (
    input [DW0-1 : 0]       m_data0         , 
    input                   m_data_first0   ,
    input                   m_data_last0    ,
    input                   m_data_valid0   ,
    output                  m_data_ready0   ,
    input [DN*DW-1 : 0]     m_data1         , 
    input                   m_data_first1   ,
    input                   m_data_last1    ,
    input                   m_data_valid1   ,
    output                  m_data_ready1   ,  
    input [DN*DW-1 : 0]     m_data2         , 
    input                   m_data_first2   ,
    input                   m_data_last2    ,
    input                   m_data_valid2   ,
    output                  m_data_ready2   ,  
    output [DN*DW-1 : 0]    s_data          ,
    output                  s_data_first    ,
    output                  s_data_last     ,
    output                  s_data_valid    ,
    input                   s_data_ready    ,   
    input  [IFW-1   : 0]    rinfo           , 
    input  [54      : 0]    m_info          ,
    output [54      : 0]    s_info          ,
    input [AW-1 : 0]        m_addr          ,
    input                   m_addr_first    ,
    input                   m_addr_last     ,
    input                   m_addr_valid    ,
    output                  m_addr_ready    ,
    output                  s_read_pic_ready,
    output [AW-1 : 0]       s_addr          ,
    output                  s_addr_first    ,
    output                  s_addr_last     ,
    output                  s_addr_valid0   , 
    input                   s_addr_ready0   ,
    output                  s_addr_valid1   , 
    input                   s_addr_ready1   ,
    output                  s_addr_valid2   , 
    input                   s_addr_ready2   ,
    input                   clk             ,
    input                   rst_n    
);
wire [2:0] channel;
wire    mem_sel;
wire    ram_sel;
wire    a_mem_sel;
wire    a_ram_sel;
wire    d_mem_sel;
wire    d_ram_sel;
wire [AW+8 : 0] m_addr_bus;
wire [AW+8 : 0] s_addr_bus;
wire [IFW-1 : 0] info_pass ;
reg  [IFW-1 : 0] s_info_r ;
wire [DN*DW-1 : 0] pic_data;
wire [DN*DW-1 : 0] data_sel;
wire               first_sel;
wire               last_sel;
reg  [DN*DW-1 : 0] data_out;
wire [DN*DW+1 : 0] m_data_bus;
wire               m_data_valid;
wire [DN*DW+1 : 0] s_data_bus;
assign s_read_pic_ready = rinfo[4];
assign s_info =  m_info;  
assign mem_sel = rinfo[3];
assign ram_sel = rinfo[2];
assign a_mem_sel = info_pass[3];
assign a_ram_sel = info_pass[2];
always @(posedge clk or negedge rst_n) begin
    if(!rst_n)
        s_info_r <= 0;
    else
        s_info_r <= info_pass;
end
assign d_mem_sel = s_info_r[3];
assign d_ram_sel = s_info_r[2];
assign channel = s_info_r[6:4];
assign m_addr_bus = {rinfo,m_addr_first, m_addr_last, m_addr};
axi_frs #(.DW(AW+8)) i_frs_addr0(
    .m_data(m_addr_bus),
    .m_valid(m_addr_valid),
    .m_ready(m_addr_ready),
    .s_data(s_addr_bus),
    .s_valid(s_addr_valid),
    .s_ready(s_addr_ready),
    .clk(clk),
    .rst_n(rst_n)
);
assign {info_pass, s_addr_first, s_addr_last, s_addr} = s_addr_bus;
assign s_addr_valid0 = ~a_mem_sel && s_addr_valid ;
assign s_addr_valid1 = a_mem_sel && ~a_ram_sel && s_addr_valid ;
assign s_addr_valid2 = a_mem_sel && a_ram_sel && s_addr_valid ;
assign s_addr_ready = mem_sel ? (ram_sel ? s_addr_ready2: s_addr_ready1) : s_addr_ready0;
assign pic_data = {40'h0,m_data1[15:11],3'b0,m_data1[10:5],2'b0,m_data1[4:0],3'b0};
assign data_sel = d_mem_sel ? (d_ram_sel ? m_data2 : m_data1) : pic_data ;
genvar i;
generate
    for (i = 0;i<DN ;i=i+1 ) begin
        always @(*) begin
            case (channel)
                3'b000: data_out = data_sel;
                3'b001: data_out = {'h0,data_sel[DW-1   : 0]};
                3'b010: data_out = {'h0,data_sel[2*DW-1 : 0]};
                3'b011: data_out = {'h0,data_sel[3*DW-1 : 0]};
                3'b100: data_out = {'h0,data_sel[4*DW-1 : 0]};
                3'b101: data_out = {'h0,data_sel[5*DW-1 : 0]};
                3'b110: data_out = {'h0,data_sel[6*DW-1 : 0]};
                3'b111: data_out = {'h0,data_sel[7*DW-1 : 0]};
                default: data_out= data_sel;
            endcase
        end
    end
endgenerate
assign first_sel = d_mem_sel ? (d_ram_sel ? m_data_first2 : m_data_first1) : m_data_first0 ;
assign last_sel = d_mem_sel ? (d_ram_sel ? m_data_last2 : m_data_last1) : m_data_last0 ;
assign m_data_bus = {first_sel, last_sel, data_out};
assign m_data_valid = d_mem_sel ? (d_ram_sel ? m_data_valid2 : m_data_valid1) : m_data_valid0 ;
axi_frs #(.DW(DN*DW+2)) i_frs_data(
    .m_data(m_data_bus   ),
    .m_valid(m_data_valid),
    .m_ready(            ),
    .s_data(s_data_bus),
    .s_valid(s_data_valid),
    .s_ready(s_data_ready),
    .clk(clk),
    .rst_n(rst_n)
);
assign s_data       = s_data_bus[DW*DN-1 : 0]   ;
assign s_data_first = s_data_bus[DW*DN+1]       ;
assign s_data_last  = s_data_bus[DW*DN  ]       ;
endmodule
module axi_frs #(parameter DW ='d64) (
    input  [DW-1 : 0] m_data,
    input             m_valid,
    output            m_ready,
    output reg [DW-1 : 0] s_data,
    output reg            s_valid,
    input                 s_ready,
    input                 clk,
    input                 rst_n
);
assign m_ready = (~s_valid) | s_ready;
always @(posedge clk or negedge rst_n) begin
    if(!rst_n)
        s_valid <= 1'b0;
    else if(m_valid == 1'b1)
        s_valid <= 1'b1;
    else if(s_ready == 1'b1)
        s_valid <= 1'b0; 
end
always @(posedge clk or negedge rst_n) begin
    if(!rst_n)
        s_data <= 'd0;
    else if(m_valid==1'b1 && m_ready==1'b1)
        s_data <=m_data;
end
endmodule
==> out/metrics.csv <==
stage,metric,value,unit
status,status,completed,
cts,postCtsResizedCells,0,
yosys,top_cells_by_count,"dfrtp_1, buf_4, mux2i_1",
global_routing,grt.total_usage,11.3,%
global_routing,antenna_found_initial,0,
yosys,ys_warn_count,74,
final_timing,setup_ws,7.22,ns
detailed_routing,antennaDiodeCount,0,
final_timing,finalHoldViolCount,0,
pwr,peakVddDrop,54.8,uV
final_timing,worst_slew_pin_slew,0.814,ns
worst_hold_path,hold_path_end,s_info_r[5]$_DFF_PN0_,
cts,tritoncts,built,
pwr,p_leak,3.46,nW
final_timing,setup-violations-final,0,
worst_setup_path,r2r-start,s_info_r[2]$_DFF_PN0_,
final_timing,rsz0062_at_grt,false,
worst_setup_path,path_cells,clkdlybuf4s50_1 > nor2_1 > buf_4 > a21o_1 > nand2_1 > clkdlybuf4s50_1,
yosys,syn-instance-count,550,
final_timing,fmax,121,MHz
placement,io_buffers,251,
yosys,yosysCellCount,550,
floorplan,fp.coreArea,0.0253,sq mm
floorplan,die_y,181,um
detailed_routing,first_pass_iters,7,
yosys,synth_top_cell_by_area,dfrtp_1,
cts,hold_buffers,0,
final_timing,skew,0.00544,ns
final_timing,min_period_over_period,53.4,%
worst_setup_path,crit_buf_inv,3,
worst_hold_path,hp-start,i_frs_addr0.s_data[21]$_DFFE_PN0P_,
yosys,yosysChipArea,0.00573,sq mm
final_timing,final-max-slew-violation-count,0,
placement,gp_congestion,0.784,
cts,clk_pin_slew,0.07,ns
detailed_routing,vias,4656,
worst_hold_path,min_path_type,flop to flop,
global_routing,grt_max_degree,49,
final_timing,timing.hold.ws,0.400,ns
placement,hpwl,14.0,mm
detailed_routing,drc,0,
floorplan,rows,58,
yosys,synthArstFlopShare,100,%
run,max_cap_viol_count,0,
worst_setup_path,cp-end-kind,output port,
worst_setup_path,cp_top_family,buffers and inverters,
global_routing,grt_pass1_vias,4744,
floorplan,fp_util,22.6,%
yosys,netlist.area_leader.share,40.1,%
global_routing,grt-ovfl-total,0,
cts,numCtsBuffers,9,
worst_setup_path,cp_max_fo,21,
yosys,edf_count,0,
yosys,ys_ff,92,
placement,pre_cts_slack,7.22,ns
worst_setup_path,critPathKind,input pin to output port,
worst_setup_path,cpMostUsedCell,clkdlybuf4s50_1,
worst_setup_path,start_kind,input pin,
final_timing,fin_crit,8.28,ns
worst_setup_path,reg2reg_depth,4,
worst_setup_path,cpPeakStageDelay,1.00,ns
detailed_routing,drtAntennaViolNets,0,
cts,cts.sinks,92,
cts,clock_latency,0.35,ns
yosys,ff_type,dfrtp_1,
yosys,synth_cell_types,30,
final_timing,fin_tns_setup,0,ns
yosys,synth.avg_cell_area,10.4,sq um
cts,post_cts_buffers,0,
worst_setup_path,r2r_slack,13.13,ns
cells_and_area,layout-drive-gt1-share,8.16,%
placement,dpl-instance-area,0.00800,sq mm
cells_and_area,fin_util,32.7,%
cts,clk_path_buf_depth,2,
worst_setup_path,reg2reg_to,i_frs_data.s_data[60]$_DFFE_PN0P_,
worst_setup_path,cp.required,12.40,ns
worst_hold_path,holdPathStages,0,
detailed_routing,wl_per_cell,18.4,um
global_routing,grt_pass1_wl,29.7,mm
cells_and_area,areaGrowthSynthToFinish,44.5,%
worst_setup_path,cp_data_arrival_time,5.18,ns
cts,cts_root_buf,clkbuf_16,
worst_setup_path,cp_slowest_cell,clkdlybuf4s50_1,
yosys,post-synth-top-count-cell,dfrtp_1,
floorplan,fp.dieW,181,um
yosys,yosysSeqAreaShare,40.1,%
floorplan,die-area,0.0328,sq mm
detailed_routing,initialDrtViolationCount,351,
final_timing,slew_headroom,45.7,%
detailed_routing,via_per_inst,4.47,
run,warning_count,44,
cts,htreeDepth,3,
detailed_routing,wl,19.1,mm
cells_and_area,design_area,0.00828,sq mm
floorplan,boundaryPins,384,
pwr,p_per_area,108,mW/mm^2
yosys,area_leaders,"dfrtp_1, mux2i_1, buf_4",
yosys,synth_area,0.00573,sq mm
[worst max-delay path by stage]
stage | startpoint | end | slack, ns | cells after the start
final | s_addr_ready0 | m_addr_ready | 7.22 | 6
after global routing | s_addr_ready0 | m_addr_ready | 7.12 | 6
after CTS | s_addr_ready0 | m_addr_ready | 7.21 | 6
[cell families (layout without fill, tap and decap cells)]
| kind of cell | count (synthesis) | after routing | synth area share [%] |
|---|---|---|---|
| multiplexers | 134 | 134 | 24.8 |
| other | 1 | 3 | 0.0654 |
| AND-OR/OR-AND | 82 | 82 | 11.3 |
| AND/OR/NAND/NOR | 118 | 118 | 9.86 |
| flip-flops | 92 | 92 | 40.1 |
| XOR/XNOR | 1 | 1 | 0.153 |
| buffers and inverters | 122 | 281 | 13.6 |
[worst reg2reg max path, stage by stage (launching register included)]
cell      delay (ns)
dfrtp_4         0.79
mux2i_1         0.29
a221oi_4        0.27
buf_4           0.48
mux2_2          0.43
[flip-flops by register name, summed over array words and instances (netlist names)]
signal / flops
i_frs_addr0.s_valid: 1
i_frs_addr0.s_data: 20
s_info_r: 4
i_frs_data.s_valid: 1
i_frs_data.s_data: 66
[layout by cell type, fill, tap and decap left out, types with 13 or more instances in the layout]
master	instances
mux2i_1	68
buf_4	13
o211ai_1	36
a222oi_1	18
mux2_2	26
clkdlybuf4s50_1	250
nor2_1	61
mux2_1	40
dfrtp_1	91
and2_1	20
nand3_1	19
[per-layer routing]
layer / wire, um / up-vias / GRT usage [%]
met5: 0 / - / 0
met4: 158 / 0 / 1.01
met3: 1750 / 15 / 4.28
met2: 8750 / 218 / 17.3
met1: 8470 / 2194 / 15.6
li1: - / 2229 / -
[power breakdown]
part	total (W)	switching, W	internal (W)
logic	0.000340	0.000118	0.000221
registers	0.000340	0.0000408	0.000299
clock network	0.000217	0.000102	0.000114
total	0.000897	0.000262	0.000635
[stage by stage]
stage	cells	power [W]
6_report	1041	0.000897
5_1_grt	1041	0.000959
3_3_place_gp	1025	0.000691
3_5_place_dp	1025	0.000693
2_1_floorplan	552	0.000498
4_1_cts	1041	0.000920
[final cells by class]
cell class	count	area [sq um]
repair buffers	263	2600
clock buffers	10	239
well taps	330	413
clock inverters	6	48.8
flip-flops and latches	92	2310
fillers	2554	17000
inverters	2	7.51
multi-input cells	338	2670
Power is estimated from default activity; no workload was simulated.
